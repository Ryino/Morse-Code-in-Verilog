**flow/constraint.sdc**
```tcl
current_design morse_code_encoder_part1

set clk_period 6.7
set clk_io_pct 0.2

create_clock -name clk0 -period $clk_period [get_ports {clk}]

set non_clock_inputs [all_inputs -no_clocks]
set_input_delay [expr $clk_period * $clk_io_pct] -clock clk0 $non_clock_inputs
set_output_delay [expr $clk_period * $clk_io_pct] -clock clk0 [all_outputs]
```
**flow/config.mk**
```make
export PLATFORM = sky130hd
export DESIGN_NAME = morse_code_encoder_part1
export DESIGN_NICKNAME = morse_code_encoder_part1
export VERILOG_FILES = /design/flow/design.v
export SDC_FILE = /design/flow/constraint.sdc
export NUM_CORES = 4
export LEC_CHECK = 1
export CORE_UTILIZATION = 40
```
**flow/run.sh**
```bash
#!/bin/bash
# OpenROAD 26Q1-2900-gdf79404cd8, Yosys 0.63+post, stock flow scripts
make -C /OpenROAD-flow-scripts/flow DESIGN_CONFIG=/design/flow/config.mk WORK_HOME=/design/flow/orfs finish
```
**flow/design.v**
```verilog
module morse_code_encoder_part1 (
    input clk,               
    input rst,               
    input start,             
    input [3:0] digit_in,    
    output reg led           
);
    parameter CLK_HZ = 100_000_000;
    parameter DOT_LEN = CLK_HZ * 1;       
    parameter DASH_LEN = CLK_HZ * 3;      
    parameter SYMBOL_GAP = CLK_HZ / 2;    
    localparam STATE_IDLE      = 4'd0;
    localparam STATE_LOAD      = 4'd1;
    localparam STATE_SEND      = 4'd2;
    localparam STATE_WAIT_GAP  = 4'd3;
    localparam STATE_DONE      = 4'd4;
    reg [3:0] current_state = STATE_IDLE;
    reg [3:0] next_state;
    reg [4:0] morse_code;             
    reg [2:0] symbol_count;           
    reg [2:0] symbol_index;           
    reg [31:0] timer;                 
    always @(*) begin
        case (current_state)
            STATE_IDLE: begin
                if (start)  
                    next_state = STATE_LOAD;
                else
                    next_state = STATE_IDLE;
            end
            STATE_LOAD: begin
                next_state = STATE_SEND;
            end
            STATE_SEND: begin
                if (timer == 0)
                    next_state = STATE_WAIT_GAP;
                else
                    next_state = STATE_SEND;
            end
            STATE_WAIT_GAP: begin
                if (timer == 0) begin
                    if (symbol_index == symbol_count - 1)
                        next_state = STATE_DONE;
                    else
                        next_state = STATE_SEND;
                end
                else
                    next_state = STATE_WAIT_GAP;
            end
            STATE_DONE: begin
                next_state = STATE_IDLE;
            end
            default: next_state = STATE_IDLE;
        endcase
    end
    always @(posedge clk or posedge rst) begin
        if (rst) begin
            current_state <= STATE_IDLE;
            led <= 0;
            timer <= 0;
            symbol_index <= 0;
            morse_code <= 0;
            symbol_count <= 0;
        end else begin
            current_state <= next_state;
            case (current_state)
                STATE_IDLE: begin
                    led <= 0;
                    symbol_index <= 0;
                end
                STATE_LOAD: begin
                    case(digit_in)
                        4'd0: begin morse_code <= 5'b11111; symbol_count <= 5; end   
                        4'd1: begin morse_code <= 5'b01111; symbol_count <= 5; end   
                        4'd2: begin morse_code <= 5'b00111; symbol_count <= 5; end   
                        4'd3: begin morse_code <= 5'b00011; symbol_count <= 5; end   
                        4'd4: begin morse_code <= 5'b00001; symbol_count <= 5; end   
                        4'd5: begin morse_code <= 5'b00000; symbol_count <= 5; end   
                        4'd6: begin morse_code <= 5'b10000; symbol_count <= 5; end   
                        4'd7: begin morse_code <= 5'b11000; symbol_count <= 5; end   
                        4'd8: begin morse_code <= 5'b11100; symbol_count <= 5; end   
                        4'd9: begin morse_code <= 5'b11110; symbol_count <= 5; end   
                        default: begin morse_code <= 5'b00000; symbol_count <= 5; end
                    endcase
                    timer <= (morse_code[4] == 1) ? DASH_LEN : DOT_LEN;
                    led <= 1;  
                end
                STATE_SEND: begin
                    if (timer > 0)
                        timer <= timer - 1;
                    else begin
                        led <= 0;
                        timer <= SYMBOL_GAP;
                    end
                end
                STATE_WAIT_GAP: begin
                    if (timer > 0)
                        timer <= timer - 1;
                    else begin
                        symbol_index <= symbol_index + 1;
                        if (symbol_index < symbol_count - 1) begin
                            timer <= (morse_code[4 - (symbol_index + 1)] == 1) ? DASH_LEN : DOT_LEN;
                            led <= 1;
                        end
                    end
                end
                STATE_DONE: begin
                    led <= 0;
                end
                default: begin
                    led <= 0;
                end
            endcase
        end
    end
endmodule
```
==> reports/qor.txt <==
proportion of layout cells with a drive suffix above 1 -> 7.67%
worst endpoint required time -> 6.88 ns
R2R Path End -> timer[6]
core area -> 0.00646 mm^2
cell area after layout -> 0.00293 mm^2
Reg area -> 0.00113 mm^2
per-instance average area after synthesis -> 8.39 um^2
# port buffers -> 7
Inserted Diodes -> 0
Layout Skew -> 0.00456 ns
stage-log warning count -> 26
width of the die -> 84.7 um
total cells reported by yosys after synthesis -> 326
Main synth FF type -> sky130_fd_sc_hd__dfrtp_1
Non-Filler Instances -> 403
clk sinks -> 45
setup slack on the worst flop-to-flop path -> 3.55 ns
vias per inst -> 5.93
final-layout fill cell count -> 625
antenna violations before repair -> 0
endpoints failing hold -> 0
Ports -> 8
final worst hold slack -> 0.484 ns
number of global-route vias before repair -> 2192
most numerous cell in the Yosys netlist -> sky130_fd_sc_hd__dfrtp_1
result of the run -> finished clean
Total Routed Length -> 6260 um
CTS Root Buffer Type -> sky130_fd_sc_hd__clkbuf_8
H-Tree Level Count -> 2
Post-Syn Instances -> 326
all-layer global routing usage -> 19.2%
portion of synthesized cell area occupied by the leading cell type -> 41.2%
headroom to the max-slew limit -> 40.1%
CTS clk-pin slew, worst paths -> 0.08 ns
r2r startpoint -> timer[0]
DR vias -> 2390
DP Worst Slack -> 3.65 ns
P_leak -> 1.20 nW
height of the chip -> 84.7 um
Placement Rows -> 29
final setup violation count -> 0
count of nets left with antenna violations after detail routing -> 0
post-detailed-route wirelength per cell -> 15.5 um
post-synthesis cell type with the largest combined area -> sky130_fd_sc_hd__dfrtp_1
largest net degree at the start of global routing -> 46
area growth from synthesis to layout -> 7.19%
wire length of the first global-routing pass -> 10800 um
Starting DRT DRC Count -> 135
detailed placer's ending HPWL -> 4250 um
post-CTS setup buffers -> 0
source of the critical timing path -> timer[0]
final worst path period need -> 3.15 ns
total iterations of the first detailed-routing run -> 5
type of the setup path with the least slack -> flop to flop
list of most frequent post-synthesis cells -> sky130_fd_sc_hd__dfrtp_1, sky130_fd_sc_hd__o21ai_0, sky130_fd_sc_hd__nand2_1
max-cap violation count -> 0
effective utilization at floorplan -> 42.3%
critical path fanouts, max -> 15
maximum achievable frequency -> 317 MHz
flops out of synthesis -> 45
proportion of register bits with asynchronous set or reset after synthesis -> 100%
leading cell types by total area after synthesis -> sky130_fd_sc_hd__dfrtp_1, sky130_fd_sc_hd__o21ai_0, sky130_fd_sc_hd__nand2_1
hold-fix buffers at CTS -> 0
Ys Warns -> 1
post-cts resize count -> 0
number of enable flip-flop cells -> 0
max-slew violation count -> 0
total congestion overflow after global routing -> 0
number of placed instances, taps included -> 395
Cell Type Count -> 50
power per standard cell area -> 256 mW/mm^2
worst setup path endpoint -> timer[6]
TritonCTS clock tree -> built
deepest clock path buffer count -> 2
Max rail drop VDD -> 0.147 mV
aggregate negative setup slack -> 0 ns
ratio of final minimum period to clock period -> 47.0%
cell area after synthesis -> 0.00273 mm^2
total cell area at the placement stage -> 0.00283 mm^2
number of clock buffers inserted by TritonCTS -> 5
number of cells on the worst reg-to-reg path -> 8
Hold Crit Depth -> 1
chip area in the Yosys report -> 0.00273 mm^2
slew of the pin with the lowest slew margin -> 0.899 ns
Worst Setup Slack, final -> 3.55 ns
unrepaired setup endpoints after global routing -> false
multi-input logic area -> 0.00147 mm^2
DRC -> 0
critical path capture point type -> flop
insertion delay at the late pin of the worst-skew pair -> 0.29 ns
arrival time of the worst setup path -> 3.34 ns
GPL Wtd Cong -> 0.849
chip area -> 0.00717 mm^2
Hold Crit Class -> flop to flop
element type at the critical path start -> flop
sequential fraction of the synthesis area -> 41.2%
per-stage QoR:
step	power, mW	utilization, %
after floorplan	0.523	-
after global placement	0.571	43.8
after detailed placement	0.573	43.8
after CTS	0.759	45.4
after global routing	0.804	45.4
final	0.750	45.4
registers in the layout, summed over array words and instances (netlist names):
register and count:
morse_code 5, current_state 3, symbol_count 1, symbol_index 3, timer 32, led 1
per-layer routing:
| metal | GRT usage (%) | wire length (um) |
|---|---|---|
| met4 | 2.31 | 65 |
| met3 | 4.28 | 249 |
| met5 | 0 | 0 |
| met1 | 31.9 | 3270 |
| met2 | 27.5 | 2670 |
how the worst min path moves through the flow:
stage,from,to,slack [ns]
final,timer[31],timer[31],0.48
after global routing,timer[30],timer[30],0.52
after CTS,timer[31],timer[31],0.49
cells in the final DEF (no fill, tap or decap), types with 2 or more instances in the layout:
| master | n |
|---|---|
| sky130_fd_sc_hd__or2_2 | 6 |
| sky130_fd_sc_hd__o21ai_0 | 41 |
| sky130_fd_sc_hd__a31oi_1 | 7 |
| sky130_fd_sc_hd__a21oi_1 | 19 |
| sky130_fd_sc_hd__o311ai_0 | 4 |
| sky130_fd_sc_hd__clkdlybuf4s50_1 | 7 |
| sky130_fd_sc_hd__nor3_1 | 20 |
| sky130_fd_sc_hd__o211ai_1 | 2 |
| sky130_fd_sc_hd__mux2_2 | 2 |
| sky130_fd_sc_hd__and3_1 | 4 |
| sky130_fd_sc_hd__a21o_1 | 3 |
| sky130_fd_sc_hd__a32o_1 | 2 |
| sky130_fd_sc_hd__nand3_1 | 8 |
| sky130_fd_sc_hd__inv_1 | 12 |
| sky130_fd_sc_hd__ha_1 | 3 |
| sky130_fd_sc_hd__or3_1 | 5 |
| sky130_fd_sc_hd__nor4_1 | 5 |
| sky130_fd_sc_hd__and4_1 | 2 |
| sky130_fd_sc_hd__nand4_1 | 6 |
| sky130_fd_sc_hd__a211oi_1 | 7 |
| sky130_fd_sc_hd__o41ai_1 | 3 |
| sky130_fd_sc_hd__nand2b_1 | 8 |
| sky130_fd_sc_hd__xnor2_1 | 2 |
| sky130_fd_sc_hd__a21oi_2 | 2 |
| sky130_fd_sc_hd__o2bb2ai_1 | 2 |
| sky130_fd_sc_hd__o22ai_1 | 4 |
| sky130_fd_sc_hd__clkbuf_8 | 7 |
| sky130_fd_sc_hd__nor2_1 | 30 |
| sky130_fd_sc_hd__buf_4 | 2 |
| sky130_fd_sc_hd__nand2_1 | 31 |
| sky130_fd_sc_hd__o31a_1 | 2 |
| sky130_fd_sc_hd__a32oi_1 | 2 |
| sky130_fd_sc_hd__a22o_1 | 2 |
| sky130_fd_sc_hd__mux2i_1 | 2 |
| sky130_fd_sc_hd__dfrtp_1 | 45 |
| sky130_fd_sc_hd__and2_1 | 3 |
layout make-up:
cell class | instances | share of cell area (%)
Timing Repair Buffer | 9 | 2.90
Inverter | 13 | 1.67
Tap cell | 77 | 3.29
Clock buffer | 7 | 3.29
Multi-Input combinational cell | 251 | 50.3
Sequential cell | 45 | 38.4
Clock inverter | 1 | 0.171
where the power goes:
group          internal, mW  switching [mW]
Combinational        0.0790          0.0937
Clock                0.0933          0.0893
Sequential            0.332          0.0634
Total                 0.504           0.246
logic make-up (layout without fill, tap and decap cells):
logic type / Yosys count / after routing / share of synthesized area [%]
fa+ha+maj: 3 / 3 / 1.37
xor+xnor: 3 / 3 / 0.961
buf+inv: 30 / 30 / 4.94
simple gates: 132 / 132 / 24.2
mux: 4 / 4 / 1.56
compound gates: 109 / 109 / 25.8
flops: 45 / 45 / 41.2
critical path: stages, from the launching register on:
cell and delay [ns]:
sky130_fd_sc_hd__dfrtp_1 0.41, sky130_fd_sc_hd__inv_1 0.06, sky130_fd_sc_hd__ha_1 0.17, sky130_fd_sc_hd__or4b_1 0.59, sky130_fd_sc_hd__nor3_4 0.27, sky130_fd_sc_hd__nand4_1 0.45
sky130_fd_sc_hd__nand2_1 0.62, sky130_fd_sc_hd__o21ai_0 0.19, sky130_fd_sc_hd__a22o_1 0.28
Power figures rest on the tool's default switching activity, not on a simulated workload.
