File: flow/design.v
module morse_code_encoder (
    input clk,                   
    input rst,                   
    input start_single,          
    input start_sequence,        
    input [3:0] digit_in,        
    input mode_select,           
    output reg led               
);
    parameter CLK_HZ = 100_000_000;
    parameter DOT_LEN = CLK_HZ * 1;           
    parameter DASH_LEN = CLK_HZ * 3;          
    parameter SYMBOL_GAP = CLK_HZ / 2;        
    parameter DIGIT_PAUSE = CLK_HZ * 10;      
    localparam STATE_IDLE        = 4'd0;
    localparam STATE_STORE       = 4'd1;
    localparam STATE_LOAD        = 4'd2;
    localparam STATE_SEND        = 4'd3;
    localparam STATE_WAIT_GAP    = 4'd4;
    localparam STATE_WAIT_DIGIT  = 4'd5;
    localparam STATE_NEXT        = 4'd6;
    localparam STATE_DONE        = 4'd7;
    reg [3:0] current_state = STATE_IDLE;
    reg [3:0] next_state;
    reg prev_single, prev_sequence;
    wire single_edge = start_single & ~prev_single;
    wire sequence_edge = start_sequence & ~prev_sequence;
    reg [3:0] digit_buffer[0:5];
    reg [2:0] total_digits = 0;
    reg [2:0] current_index = 0;
    reg [4:0] morse_code;
    reg [2:0] symbol_count;
    reg [2:0] symbol_index;
    reg [31:0] timer = 0;
    reg [3:0] active_digit = 0;
    reg timer_set = 0;   
    always @(posedge clk) begin
        prev_single <= start_single;
        prev_sequence <= start_sequence;
    end
    always @(posedge clk or posedge rst) begin
        if (rst)
            current_state <= STATE_IDLE;
        else
            current_state <= next_state;
    end
    always @(*) begin
        case (current_state)
            STATE_IDLE: begin
                if (mode_select == 1'b1) begin
                    if (sequence_edge) next_state = STATE_LOAD;
                    else if (single_edge) next_state = STATE_STORE;
                    else next_state = STATE_IDLE;
                end else begin
                    if (single_edge) next_state = STATE_LOAD;
                    else next_state = STATE_IDLE;
                end
            end
            STATE_STORE:      next_state = STATE_IDLE;
            STATE_LOAD:       next_state = STATE_SEND;
            STATE_SEND:       next_state = (timer == 0) ? STATE_WAIT_GAP : STATE_SEND;
            STATE_WAIT_GAP: begin
                if (timer == 0) begin
                    if (symbol_index == symbol_count - 1) begin
                        if (current_index < total_digits - 1)
                            next_state = STATE_WAIT_DIGIT;
                        else
                            next_state = STATE_DONE;
                    end else
                        next_state = STATE_SEND;
                end else
                    next_state = STATE_WAIT_GAP;
            end
            STATE_WAIT_DIGIT: next_state = (timer == 0 && timer_set) ? STATE_NEXT : STATE_WAIT_DIGIT;
            STATE_NEXT:       next_state = STATE_LOAD;
            STATE_DONE:       next_state = STATE_IDLE;
            default:          next_state = STATE_IDLE;
        endcase
    end
    integer i;
    always @(posedge clk or posedge rst) begin
        if (rst) begin
            led <= 0;
            total_digits <= 0;
            current_index <= 0;
            symbol_index <= 0;
            timer <= 0;
            active_digit <= 0;
            timer_set <= 0;   
            for (i = 0; i < 6; i = i + 1)
                digit_buffer[i] <= 0;
        end else begin
            case (current_state)
                STATE_IDLE: begin
                    led <= 0;
                    timer_set <= 0;   
                end
                STATE_STORE: begin
                    if (total_digits < 6) begin
                        digit_buffer[total_digits] <= digit_in;
                        total_digits <= total_digits + 1;
                    end
                end
                STATE_LOAD: begin
                    active_digit <= (mode_select) ? digit_buffer[current_index] : digit_in;
                    case ((mode_select) ? digit_buffer[current_index] : digit_in)
                        4'd0: begin morse_code <= 5'b11111; symbol_count <= 5; end
                        4'd1: begin morse_code <= 5'b01111; symbol_count <= 5; end
                        4'd2: begin morse_code <= 5'b00111; symbol_count <= 5; end
                        4'd3: begin morse_code <= 5'b00011; symbol_count <= 5; end
                        4'd4: begin morse_code <= 5'b00001; symbol_count <= 5; end
                        4'd5: begin morse_code <= 5'b00000; symbol_count <= 5; end
                        4'd6: begin morse_code <= 5'b10000; symbol_count <= 5; end
                        4'd7: begin morse_code <= 5'b11000; symbol_count <= 5; end
                        4'd8: begin morse_code <= 5'b11100; symbol_count <= 5; end
                        4'd9: begin morse_code <= 5'b11110; symbol_count <= 5; end
                        default: begin morse_code <= 5'b00000; symbol_count <= 0; end
                    endcase
                    symbol_index <= 0;
                    timer <= (morse_code[4] == 1) ? DASH_LEN : DOT_LEN;
                    led <= 1;
                    timer_set <= 0;   
                end
                STATE_SEND: begin
                    if (timer > 0)
                        timer <= timer - 1;
                    else begin
                        led <= 0;
                        timer <= SYMBOL_GAP;
                    end
                end
                STATE_WAIT_GAP: begin
                    if (timer > 0)
                        timer <= timer - 1;
                    else begin
                        symbol_index <= symbol_index + 1;
                        if (symbol_index < symbol_count - 1) begin
                            timer <= (morse_code[4 - (symbol_index + 1)] == 1) ? DASH_LEN : DOT_LEN;
                            led <= 1;
                        end
                    end
                end
                STATE_WAIT_DIGIT: begin
                    led <= 0;
                    if (timer == 0 && !timer_set) begin
                        timer <= DIGIT_PAUSE;
                        timer_set <= 1;   
                    end else if (timer > 0) begin
                        timer <= timer - 1;
                    end
                end
                STATE_NEXT: begin
                    current_index <= current_index + 1;
                    timer_set <= 0;   
                end
                STATE_DONE: begin
                    led <= 0;
                    current_index <= 0;
                    total_digits <= 0;
                    timer_set <= 0;   
                end
            endcase
        end
    end
endmodule
File: flow/run.sh
#!/bin/bash
# OpenROAD 26Q1-2900-gdf79404cd8, Yosys 0.63+post, stock flow scripts
make -C /OpenROAD-flow-scripts/flow DESIGN_CONFIG=/design/flow/config.mk WORK_HOME=/design/flow/orfs finish
File: flow/config.mk
export PLATFORM = sky130hd
export DESIGN_NAME = morse_code_encoder
export DESIGN_NICKNAME = morse_code_encoder
export VERILOG_FILES = /design/flow/design.v
export SDC_FILE = /design/flow/constraint.sdc
export NUM_CORES = 4
export LEC_CHECK = 1
export CORE_UTILIZATION = 30
File: flow/constraint.sdc
current_design morse_code_encoder

set clk_period 10.3
set clk_io_pct 0.2

create_clock -name clk0 -period $clk_period [get_ports {clk}]

set non_clock_inputs [all_inputs -no_clocks]
set_input_delay [expr $clk_period * $clk_io_pct] -clock clk0 $non_clock_inputs
set_output_delay [expr $clk_period * $clk_io_pct] -clock clk0 [all_outputs]
==> README.md <==
| Quantity | Reported |
| --- | --- |
| Tot GR Track Use | 0.152 |
| Total number of vias | 4378 |
| Routed via count divided by cell count | 5.63 |
| Wirelength, routed | 12.6 mm |
| Met1 wire length | 5.83 mm |
| Status | completed |
| Uppermost layer routed | met4 |
| Endpoint type of the worst setup path | register |
| Min setup slack post-route | 6.87 ns |
| Fraction of final layout cells with drive strength greater than 1 | 0.126 |
| Worst voltage drop across the vdd grid | 0.0874 mV |
| Number of cells upsized or downsized after cts | 0 |
| Final Setup Violations | 0 |
| Number of clock sinks seen by CTS | 78 |
| Latency at later pin | 0.34 ns |
| Type of the worst min-delay path | register to register |
| Synth warnings | 2 |
| Yosys synthesis chip area | 5040 um2 |
| Post-synthesis cell area | 5040 um2 |
| Main logic family after synthesis | AND-OR/OR-AND gates |
| Global-route congestion overflow total | 0 |
| Startpoint type of the worst setup path | input pin |
| Critical R2R Launch | timer[0] |
| Gp weighted congestion | 0.946 |
| Flop and latch count out of synthesis | 78 |
| CP required | 10.38 ns |
| Placed wire-length estimate | 8.78 mm |
| Share of synthesized cell area in full adder, half adder and majority cells | 0.0497 |
| Cell with the most instances after synthesis | sky130_fd_sc_hd__dfrtp_1 |
| Number of global-route vias before repair | 4157 |
| Cell leakage power | 2.11 nW |
| Height of the die | 132 um |
| Initial core utilization | 0.306 |
| Number of DRC violations after detailed-routing iteration 0 | 443 |
| Cell total in the yosys stat output | 555 |
| Worst-path fanout max | 11 |
| Worst max-slew margin expressed relative to the limit | 0.376 |
| Share of the synthesized netlist area taken by xor and xnor gates | 0.00348 |
| Number of design rule violations left after detail routing | 0 |
| Core region area | 16500 um2 |
| Seq share, synth | 0.391 |
| Critical path's slowest cell | sky130_fd_sc_hd__clkdlybuf4s50_1 |
| Synth cell types | 71 |
| CTS buffer count | 9 |
| Leading register cell type out of synthesis | sky130_fd_sc_hd__dfrtp_1 |
| Number of logged tool warnings | 34 |
| Count of library flops with an enable pin | 6 |
| Met2 Routed Length | 5.92 mm |
| Post-Synth Simple-Gate Area | 0.203 |
| Clock tree from TritonCTS | yes |
| Power density over the cells | 122 nW/um2 |
| Worst Hold Depth | 1 |
| Die extent in x | 132 um |
| Aggregate negative setup slack | 0 ns |
| Critical-path cell list | clkdlybuf4s50_1 -> nor2_1 -> a31oi_1 -> nand2b_1 -> o21ai_0 |
| Detailed-route wire length per cell | 16.3 um |
| I/O pin total | 10 |
| Library cell occupying the most area in the post-synthesis netlist | sky130_fd_sc_hd__dfrtp_1 |
| Number of search-and-repair iterations in the first detailed-routing pass | 8 |
| Antenna-violating nets left | 0 |
| Worst slack at placement | 6.56 ns |
| AND-OR/OR-AND share of the synthesized area | 0.250 |
| Total die size | 17300 um2 |
| Placed Cells | 761 |
| Initial antenna violation count | 0 |
| Pin count of the biggest net entering global routing | 40 |
| R2R cell count | 9 |
| Post-CTS Setup Repair Bufs | 0 |
| Count of hold-fix buffers inserted at cts | 0 |
| Proportion of synthesized area in mux cells | 0.0603 |
| Proportion of synthesized flip-flops having asynchronous set or reset | 0.897 |
| Max Clock Freq | 0.291 GHz |
| Number of pins exceeding their max-slew limit in the final report | 0 |
| Reg-to-Reg End | timer[8] |
| Area share of the leading cell type in the synthesized netlist | 0.348 |
| Post-Syn Area per Cell | 9.08 um2 |
| Largest clock skew in the final design | 0.00768 ns |
| Hold path startpoint | timer[23] |
| Number of core rows | 47 |
| Global-route wire length before repair | 21.2 mm |
| Clk pin slew, worst setup/hold paths | 0.06 ns |
| Final std cells w/o fill | 777 |
| Category of the critical setup timing path | input pin to register |
| Slew at the pin closest to its max-slew limit | 0.936 ns |
| Max-cap check violation count | 0 |
| Top cells, area | sky130_fd_sc_hd__dfrtp_1 35%, sky130_fd_sc_hd__mux2_2 5.6%, sky130_fd_sc_hd__ha_1 5.0% |
| Final period utilization | 0.333 |
| Count of mapped cells out of synthesis | 555 |
| Unrepaired setup endpoints after global routing | no |
| Number of port buffers | 9 |
| Worst EP arrival | 3.52 ns |
| Routed met3 length | 652 um |
| Hold violation total from the final report | 0 |
| End of the worst hold path | timer[23] |
| H-tree levels | 3 |
| Final critical-path required period | 3.43 ns |
| Delay of the slowest cell on the worst path | 0.72 ns |
| Signed area change from the synthesized netlist to the final layout | 11.4% |
| Root Buffer | sky130_fd_sc_hd__clkbuf_16 |
| R2R setup slack | 6.97 ns |
| Total inserted antenna cells | 0 |
| Clock tree buffer depth | 2 |
| Commonest cells in the synthesized netlist | 70 x sky130_fd_sc_hd__dfrtp_1, 53 x sky130_fd_sc_hd__nor2_1, 48 x sky130_fd_sc_hd__a21oi_1 |
==> cell usage in the layout (no fill, tap or decap), types with 5 or more instances in the layout <==
master / netlist / layout
sky130_fd_sc_hd__a22oi_1: 6 / 6
sky130_fd_sc_hd__or3_1: 7 / 7
sky130_fd_sc_hd__nor2_1: 53 / 53
sky130_fd_sc_hd__o41ai_1: 5 / 5
sky130_fd_sc_hd__clkbuf_16: 0 / 9
sky130_fd_sc_hd__dfrtp_1: 70 / 70
sky130_fd_sc_hd__nand4_1: 5 / 5
sky130_fd_sc_hd__nor4_1: 6 / 6
sky130_fd_sc_hd__o31ai_1: 8 / 8
sky130_fd_sc_hd__edfxtp_1: 6 / 6
sky130_fd_sc_hd__a221oi_1: 8 / 8
sky130_fd_sc_hd__o22ai_1: 7 / 7
sky130_fd_sc_hd__a21oi_1: 48 / 48
sky130_fd_sc_hd__ha_1: 20 / 20
sky130_fd_sc_hd__nand2b_1: 9 / 9
sky130_fd_sc_hd__a31oi_1: 11 / 11
sky130_fd_sc_hd__inv_1: 19 / 18
sky130_fd_sc_hd__buf_4: 4 / 5
sky130_fd_sc_hd__o2bb2ai_1: 5 / 5
sky130_fd_sc_hd__o21ai_0: 47 / 47
sky130_fd_sc_hd__mux2_2: 25 / 25
sky130_fd_sc_hd__clkdlybuf4s50_1: 0 / 9
sky130_fd_sc_hd__nor2b_1: 6 / 6
sky130_fd_sc_hd__nand3_1: 13 / 13
sky130_fd_sc_hd__nand2_1: 43 / 43
sky130_fd_sc_hd__nor3_1: 13 / 13
==> logic make-up after synthesis <==
kind of cell	count (synthesis)
AOI/OAI and AO/OA	194
xor gates and xnor gates	2
adders and majority gates	20
buffers and inverters	49
DFF	78
muxes	26
and+or+nand+nor	186
==> where the power goes <==
part	leakage (nW)	internal, mW	switching, mW
combinational	1.05	0.0123	0.0162
clock	0.153	0.192	0.141
sequential	0.906	0.317	0.00559
==> worst max-delay path by stage <==
stage / startpoint / end / slack [ns] / depth (start not counted)
6_report: mode_select / morse_code[3] / 6.87 / 5
5_1_grt: current_state[2] / timer[10] / 6.66 / 5
4_1_cts: mode_select / morse_code[3] / 6.90 / 5
==> per-stage QoR <==
stage	util	power (mW)	hold slack, ns	instance area [um2]
after floorplan	-	0.346	0.458	5040
after global placement	0.322	0.356	0.478	5310
after detailed placement	0.322	0.357	0.493	5310
after CTS	0.341	0.692	0.501	5610
after global routing	0.341	0.711	0.520	5610
final	0.341	0.684	0.495	5610
==> cell type report <==
type | count | area (um2)
Inverter | 21 | 78.8
Fill cell | 1670 | 10900
Sequential cell | 78 | 1970
Clock buffer | 9 | 225
Timing Repair Buffer | 14 | 128
Tap cell | 220 | 275
Clock inverter | 7 | 78.8
Multi-Input combinational cell | 428 | 2860
==> worst max-delay path, delay by kind of cell <==
kind                   cells  cell delay, ns
buffers and inverters      1            0.72
AOI/OAI and AO/OA          2            0.45
and+or+nand+nor            2            0.29
==> flip-flops by register name (all words and copies together), names as in the netlist <==
name	cells
timer	32
digit_buffer	24
morse_code	5
current_index	3
current_state	3
symbol_index	3
total_digits	3
led	1
prev_sequence	1
prev_single	1
symbol_count	1
timer_set	1
==> metal layers <==
metal | vias to the layer above | GRT usage
li1 | 2093 | -
met2 | 134 | 0.238
met3 | 22 | 0.0288
met1 | 2129 | 0.224
met4 | 0 | 0.0291
met5 | - | 0
Power is estimated from default activity; no workload was simulated.
